===== flow/design.v =====
module controller
(
	input wire clk,
	input wire n_reset,
	input wire dr,
	input wire lc,
	input wire overflow,
	output reg cnt_up,
	output reg clear,
	output wire modwait,
	output reg [2:0] op,
	output reg [3:0] src1,
	output reg [3:0] src2,
	output reg [3:0] dest,
	output reg err
);
typedef enum bit [4:0] {IDLE,STORE,ZERO,SORT1,SORT2,SORT3,SORT4,MUL1,SUB1,MUL2,ADD1,MUL3,SUB2,MUL4,ADD2,LOAD1,LOAD2,LOAD3,LOAD4,MODWAIT1,MODWAIT2,MODWAIT3,EIDLE} stateType;
typedef enum bit [2:0] {NOP, COPY, LOADONE, LOADTWO, ADD, SUB, MUL} opType;
stateType state;
stateType next_state;
opType oper;
reg next_modwait;
reg temp;
always_ff@(negedge n_reset, posedge clk)
begin : REG_LOGIC
	if(n_reset == 1'b0)
	begin
		state <= IDLE;
		temp <= 0;
	end
	else
	begin
		state <= next_state;
		temp <= next_modwait;
	end
end
assign modwait = temp;
always_comb
begin : NXT_LOGIC
	next_state = state;
	case(state)
		IDLE:
		begin
			if(lc == 1'b1)
				next_state = LOAD1;
			else if(dr == 1'b1)
				next_state = STORE;
			else
				next_state = IDLE;
		end
		STORE:
		begin
			if(dr == 1)
				next_state = ZERO;
			else
				next_state = EIDLE;
		end
		ZERO:
		begin
			next_state = SORT1;
		end
		SORT1:
		begin
			next_state = SORT2;
		end
		SORT2:
		begin
			next_state = SORT3;
		end
		SORT3:
		begin
			next_state = SORT4;
		end
		SORT4:
		begin
			next_state = MUL4;
		end
		MUL1:
		begin
			next_state = SUB1;
		end
		SUB1:
		begin
			if(overflow == 1)
				next_state = EIDLE;
			else
				next_state = IDLE;
		end
		MUL2:
		begin
			next_state = ADD1;
		end
		ADD1:
		begin
			if(overflow == 1)
				next_state = EIDLE;
			else
				next_state = MUL1;
		end
		MUL3:
		begin
			next_state = SUB2;
		end
		SUB2:
		begin
			if(overflow == 1)
				next_state = EIDLE;
			else
				next_state = MUL2;
		end
		MUL4:
		begin
			next_state = ADD2;
		end
		ADD2:
		begin
			if(overflow == 1)
				next_state = EIDLE;
			else
				next_state = MUL3;
		end
		LOAD1:
		begin
			next_state = MODWAIT1;
		end
		MODWAIT1:
		begin
			if (lc == 1'b1)
				next_state = LOAD2;
			else
				next_state = MODWAIT1;
		end
		LOAD2:
		begin
			next_state = MODWAIT2;
		end
		MODWAIT2:
		begin
			if (lc == 1'b1)
				next_state = LOAD3;
			else
				next_state = MODWAIT2;
		end
		LOAD3:
		begin
			next_state = MODWAIT3;
		end
		MODWAIT3:
		begin
			if(lc == 1'b1)
				next_state = LOAD4;
			else
				next_state = MODWAIT3;
		end
		LOAD4:
		begin
			next_state = IDLE;
		end
		EIDLE:
		begin
			if(lc == 1'b1)
				next_state = LOAD1;
			else if(dr == 1'b1)
				next_state = STORE;
			else
				next_state = EIDLE;
		end
	endcase
end
always_comb
begin	
	cnt_up = 0;
	clear = 0;
	oper = NOP;
	next_modwait = 1;
	src1 = 0;
	src2 = 0;
	dest = 0;
	err = 0;
	if(state == IDLE)
	begin
		next_modwait = 0;
	end
	else if(state == STORE)
	begin
		oper = LOADONE;
		dest = 5;
	end
	else if(state == ZERO)
	begin 
		cnt_up = 1;
		oper = SUB;
		src1 = 0;
		src2 = 0;
		dest = 0;
	end
	else if(state == SORT1)
	begin
		oper = COPY;
		src1 = 2;
		dest = 1;
	end
	else if(state == SORT2)
	begin
		oper = COPY;
		src1 = 3;
		dest = 2;
	end
	else if(state == SORT3)
	begin
		oper = COPY;
		src1 = 4;
		dest = 3;
	end
	else if(state == SORT4)
	begin
		oper = COPY;
		src1 = 5;
		dest = 4;
	end
	else if(state == MUL1)
	begin
		oper = MUL;
		src1 = 1;
		src2 = 6;
		dest = 10;
	end
	else if(state == SUB1)
	begin
		oper = SUB;
		src1 = 0;
		src2 = 10;
		dest = 0;
	end
	else if(state == MUL2)
	begin
		oper = MUL;
		src1 = 2;
		src2 = 7;
		dest = 10;
	end
	else if(state == ADD1)
	begin
		oper = ADD;
		src1 = 0;
		src2 = 10;
		dest = 0;
	end
	else if(state == MUL3)
	begin
		oper = MUL;
		src1 = 3;
		src2 = 8;
		dest = 10;
	end
	else if(state == SUB2)
	begin
		oper = SUB;
		src1 = 0;
		src2 = 10;
		dest = 0;
	end
	else if(state == MUL4)
	begin
		oper = MUL;
		src1 = 4;
		src2 = 9;
		dest = 10;
	end
	else if(state == ADD2)
	begin
		oper = ADD;
		src1 = 0;
		src2 = 10;
		dest = 0;
	end
	else if(state == LOAD1)
	begin
		oper = LOADTWO;
		dest = 6;
		clear = 1;
	end
	else if(state == LOAD2)
	begin
		oper = LOADTWO;
		dest = 7;
		clear = 1;
	end
	else if(state == LOAD3)
	begin
		oper = LOADTWO;
		dest = 8;
		clear = 1;
	end
	else if(state == LOAD4)
	begin
		oper = LOADTWO;
		dest = 9;
		clear = 1;
	end
	else if(state == MODWAIT1)
	begin
		next_modwait = 0;
	end
	else if(state == MODWAIT2)
	begin
		next_modwait = 0;
	end
	else if(state == MODWAIT3)
	begin
		next_modwait = 0;
	end
	else if(state == EIDLE)
	begin
		err = 1;
		next_modwait = 0;
	end
end
assign op = oper;
endmodule

===== flow/run.sh =====
#!/bin/bash
# OpenROAD 26Q1-2900-gdf79404cd8, Yosys 0.63+post, stock flow scripts
make -C /OpenROAD-flow-scripts/flow DESIGN_CONFIG=/design/flow/config.mk WORK_HOME=/design/flow/orfs finish

===== flow/config.mk =====
export PLATFORM = sky130hd
export DESIGN_NAME = controller
export DESIGN_NICKNAME = controller
export VERILOG_FILES = /design/flow/design.v
export SDC_FILE = /design/flow/constraint.sdc
export NUM_CORES = 4
export LEC_CHECK = 1
export CORE_AREA = 10 10 103 103
export DIE_AREA = 0 0 113 113

===== flow/constraint.sdc =====
current_design controller

set clk_period 4.2
set clk_io_pct 0.2

create_clock -name clk0 -period $clk_period [get_ports {clk}]

set non_clock_inputs [all_inputs -no_clocks]
set_input_delay [expr $clk_period * $clk_io_pct] -clock clk0 $non_clock_inputs
set_output_delay [expr $clk_period * $clk_io_pct] -clock clk0 [all_outputs]

==> flow_summary.ini <==
; implementation run metrics
[status]
outcome = complete, no violations

[synthesis]
synthTopCellsByArea = dfrtp_1 46%, nor2_1 6.6%, nor3_1 3.6%
ys_async_sr_fraction_pct = 100
ys_seq_elements = 24
synth.distinct_cells = 40
synth-area-yosys_um2 = 1250
ys_cells = 133
yosys_warnings = 2
ys.flop_type = dfrtp_1
yosysTopAreaCell = dfrtp_1
edf_count = 0
synthCells = 133
synth_area_um2 = 1250
synth_top_area_share_pct = 45.9
avgSynthCellArea_um2 = 9.43
synth_seq_share_pct = 48.0

[worst_hold_path]
hp-class = flop to flop
holdPathStages = 0

[setup_path]
path_cells = nor3_4, nand4b_4, or4_4, a211oi_2, clkdlybuf4s50_1
rrSetupSlack_ns = 2.66
startpoint_type = flop
endpoint_kind = output pin
max_stage_delay_ns = 0.51
crit_fanout = 9
required_ns = 3.36
worstRegToRegCells = 3
arrival_ns = 2.42
path_class = flop to output pin
cpMaxStageDelayCell = dfrtp_1

[placed_design]
pre_cts_ws_ns = 1.23
hpwl_um = 2700
place_congestion = 0.879
port_buffers = 22

[die]
fp.dieH_um = 113
core_area_um2 = 8300
rows = 33
io_pins = 24
dieArea_um2 = 12800
die_x_um = 113
initCoreUtil_pct = 15.1

[route]
met2_length_um = 1430
viasPerCell = 4.02
drtIter0Drc = 48
met3_length_um = 257
dr.max_layer_used = met4
wl_per_cell_um = 13.3
antennaDiodeCount = 0
drt_pass1_iterations = 4
routed_wl_um = 3440
wl_met1_um = 1740
post-route-drc-count = 0
detail-route-antenna-nets = 0
vias = 1040

[cts]
htree_num_levels = 1
clock_path_buffers = 2
clkSlewWorstSetupHoldPaths_ns = 0.08
numCtsBuffers = 3
cts.repair.resized = 0
insertion_delay_ns = 0.26
cts_hold_buffers = 0
post_cts_buffers = 0
cts_sinks = 24
cts-root-buf = clkbuf_8
cts_tree = yes

[pwr]
peakVddDrop_mv = 0.172
power_leakage_uw = 0.000701
power_density_nw_per_um2 = 379
finalPower_uw = 625

[timing]
fin_setup_tns_ns = 0
holdWs_ns = 0.487
finalCriticalPeriod_ns = 3.26
fin_ws_ns = 0.943
rsz0062_at_grt = no
fmax_ghz = 0.307
final_hold_viol_count = 0
worstMarginPinSlew_ns = 0.636
setup_viol = 0
max_slew_margin_pct = 57.2
fin_crit_sh_pct = 77.5
fin_skew_ns = 0.00152
slew_viol_final = 0

[global_route]
grt_overflow = 0
antenna_found_initial = 0
grtUsageTotal_pct = 5.27
grt_pass1_wl_um = 5610
first_global_vias = 1025
grt_max_degree = 25

[final_layout]
utilization_pct = 19.9
area_growth_pct = 31.6
drive_above_1_share_pct = 9.09

[flow_run]
maxCapViolCount = 0
tool_warnings = 25
[critical path: cells and delay by family (launching register included)]
kind            cells  cell delay, ns
simple gates        3            0.94
flops               1            0.51
compound gates      1            0.19
buf+inv             1            0.50
[through the flow]
stage	area (µm²)	cells
after global placement	1580	255
after detailed placement	1580	255
after global routing	1650	259
after CTS	1650	259
after floorplan	1250	133
final	1650	259
[cell type report]
type	count	area (µm²)
sequential	24	602
fill	904	6650
tap	105	131
multi-input combinational	96	592
clock buffer	3	41.3
timing repair buffer	23	228
clock inverter	1	30.0
inverter	7	26.3
[logic make-up (layout without fill, tap and decap cells)]
logic type	after synthesis	after routing	synth area share, %
flops	24	24	48.0
compound gates	29	29	16.3
buf+inv	13	34	4.79
other cells	1	1	0.299
simple gates	66	66	30.6
[cell usage in the layout (no fill, tap or decap), drive strengths merged, types with 2 or more instances in the layout]
| master | count |
|---|---|
| nand2b | 3 |
| nor4 | 5 |
| a211oi | 4 |
| clkdlybuf4s50 | 22 |
| a21o | 3 |
| nand3 | 3 |
| and2 | 6 |
| clkbuf | 3 |
| nor2b | 5 |
| o21ai | 2 |
| inv | 7 |
| nor3b | 2 |
| nor3 | 10 |
| a21oi | 7 |
| dfrtp | 23 |
| nor2 | 24 |
| nand2 | 2 |
| a31oi | 4 |
[metal layers]
metal,GRT usage [%],vias up
met5,0,-
met1,7.84,495
met4,0.254,0
met2,7.41,28
met3,1.98,2
li1,-,515
[final timing paths]
check	startpoint	to
worst max register to register	state[22]$_DFF_PN0_	temp$_DFF_PN0_
worst min-delay path	state[18]$_DFF_PN0_	state[3]$_DFF_PN0_
worst max-delay path	state[8]$_DFF_PN0_	dest[0]
max in group asynchronous	n_reset	state[0]$_DFF_PN1_
min in group asynchronous	n_reset	state[1]$_DFF_PN0_
worst min register to register	state[18]$_DFF_PN0_	state[3]$_DFF_PN0_
[registers in the layout, indices dropped and copies added (netlist names)]
register and cells:
state 23, temp 1
[cells in the mapped netlist (all sizes together), types with 2 or more instances]
master / n
a21oi: 7
nor2b: 5
a31oi: 4
clkbuf: 4
nor4: 5
a21o: 3
nor3: 10
a211oi: 4
nor3b: 2
nor2: 24
nand3: 3
inv: 7
dfrtp: 23
buf: 2
o21ai: 2
nand2: 2
and2: 6
nand2b: 3
[power by group]
| part | internal (µW) | switching [µW] |
|---|---|---|
| sequential | 248 | 18.6 |
| clock | 127 | 72.5 |
| combinational | 92.0 | 66.6 |
