<file path="/design/flow/design.v">
module adder_16
(
	input wire [15:0] a,
	input wire [15:0] b,
	input wire carry_in,
	output wire [15:0] sum,
	output wire overflow
);
	assign sum = ((a + b + carry_in) % (2 **16));
	assign overflow = ((a + b + carry_in) / (2 ** 16));
endmodule
</file>
<file path="/design/flow/run.sh">
#!/bin/bash
# OpenROAD 26Q1-2900-gdf79404cd8, Yosys 0.63+post, stock flow scripts
make -C /OpenROAD-flow-scripts/flow DESIGN_CONFIG=/design/flow/config.mk WORK_HOME=/design/flow/orfs finish
</file>
<file path="/design/flow/config.mk">
export PLATFORM = sky130hd
export DESIGN_NAME = adder_16
export DESIGN_NICKNAME = adder_16
export VERILOG_FILES = /design/flow/design.v
export SDC_FILE = /design/flow/constraint.sdc
export NUM_CORES = 4
export LEC_CHECK = 1
export CORE_AREA = 10 10 70 70
export DIE_AREA = 0 0 80 80
</file>
<file path="/design/flow/constraint.sdc">
current_design adder_16

set clk_period 8.9
set clk_io_pct 0.2

create_clock -name clk0 -period $clk_period

set non_clock_inputs [all_inputs -no_clocks]
set_input_delay [expr $clk_period * $clk_io_pct] -clock clk0 $non_clock_inputs
set_output_delay [expr $clk_period * $clk_io_pct] -clock clk0 [all_outputs]
</file>
==> notes.org <==
* Flow results

** Place
- Per the detailed placement report, the placed cell area equals 1291 um^2.
- The pre-CTS setup check shows a worst slack of 2.382 ns.
- Port Buffer Count :: approximately 50
- In the placement report, post-DP HPWL is listed as roughly 2200 um.
- GPL Wtd Cong :: 0.7688

** Detailed routing
- Post-DR wirelength/cell :: approximately 13 um
- Post-route DRC :: 0
- Overall routed net length :: between 2000 and 2500 um
- Pre-antenna DRT Iters :: 3
- Detailed-route iteration 0 reported a violation count of ~45.
- Per the post-route antenna check, the number of violating nets is 0.
- In the routed netlist, the antenna diode instances number 0.
- Using the TritonRoute via totals, the vias-per-cell ratio works out to 4.422.
- Across all layers, the routed design uses 818 vias.

** Floorplan
- Row generation in the floorplan step produced 21 rows.
- Core Area :: 3416 um^2
- The chip occupies around 6400 um^2.
- In this run the vertical extent of the chip is around 80 um.
- Count of pins on the block boundary :: ~50
- Horiz. Die Dim :: 80 um
- The share of the core area taken by cells at floorplan is 21.47%.

** Synth
- Number of instances in the synthesized netlist :: between 80 and 90
- For this run, the number of Yosys warnings is 0.
- The cell type that accounts for the most area after synthesis is ha_1.
- Ranked by instance count, the synthesized netlist is headed by 15 x ha_1, 9 x a21oi_1, 9 x xnor2_1.
- Of the post-synthesis cell area, the dominant cell type holds 25.60%.
- Yosys Instances :: roughly 90
- Among all cell types in the netlist, the one instantiated most often is ha_1.
- Synth Area per Inst :: 8.238 um^2
- Fraction of the yosys area taken by sequential cells :: 0%
- After synthesis, the chip area reported by Yosys is roughly 730 um^2.
- After synthesis the cells add up to between 700 and 800 um^2.
- Count of different cell masters after synthesis :: 31
- By area the synthesized netlist is led by ha_1 26%, xnor2_1 11%, a21oi_1 6.1%, xor2_1 6.0%, fa_1 5.5%.

** Status
- The run finished with clean final reports.

** Final layout
- Layout-stage area growth over the synthesis result :: 76.11%
- Clock tree buffer count of the final layout :: 0
- Across the whole layout, storage elements account for 0 um^2.
- Flops :: 0
- The layout stage reports a final design area of approximately 1300 um^2.
- In the final layout, the fill cell count is 362.
- Once layout is complete, the utilization of the core stands at a little under two fifths.
- Cells with a size suffix above 1 make up under 10% of the layout.

** Setup path
- Per the timing report, the biggest fanout along the worst path comes to 2.
- Endpoint kind of the worst setup timing path :: output pin
- According to the timing report, the arrival time at the worst endpoint equals around 4.7 ns.
- The required time at the worst endpoint is listed as 7.12 ns.
- The worst setup path is of the in2out kind.
- Critical path startpoint category :: primary input

** STA
- Count of final hold-check violations :: 0
- Setup repair after global routing left no endpoint under its margin.
- The final layout reports a setup TNS of 0 ns.
- Max-slew violation count :: 0
- At the pin with the least slew margin, the transition time is about 0.32 ns.
- The worst path meets setup with between 2 and 2.5 ns of slack.
- Final cycle utilization of the critical path :: between 70 and 80%
- Derived from the worst setup path, the maximum achievable clock frequency is 154.2 MHz.
- The worst pin sits at a relative slew slack of between 70% and 80%.
- Post-layout minimum cycle time :: 6.484 ns
- Number of endpoints failing setup at the final stage :: 0

** Global route
- Entering global routing, the biggest net connects 7 pins.
- Global-route total usage across every layer :: 6.940%
- Via count of the first global-routing pass :: 825
- The number of antenna violations at the first check in global routing was 0.
- For this run the aggregate overflow at the end of global routing stands at 0.
- First-pass GRT wire length :: roughly 3800 um

** Min path
- STA lists the startpoint of the worst hold path as b[15].
- The number of cells on the worst hold path is listed as 4.
- Min-Delay Endpoint :: sum[15]
- Worst hold path class :: in2out

** Clocking
- The report lists the number of cells resized after CTS as 0.
- The post-CTS hold buffer count recorded in the log is 0.
- Count of buffers added by post-CTS timing repair for setup :: 0

** Pwr
- In this run the static leakage power is around 0.53 nW.
- Looking at the VDD voltage map, the peak drop is 0.00002973 V.
- Cell area power density :: about 77 nW/um^2

** Run
- Max-cap violations :: 0
- Warning total across the stage logs :: 32
-- through the flow --
stage | hold WS (ns) | total power [mW] | std cells
2_1_floorplan | 3.664 | 0.04411 | 89
3_3_place_gp | 4.648 | 0.1008 | 185
3_5_place_dp | 4.653 | 0.1010 | 185
4_1_cts | 4.653 | 0.1016 | 185
5_1_grt | 4.659 | 0.1100 | 185
6_report | 4.643 | 0.09944 | 185
-- kinds of logic (layout without fill, tap and decap cells) --
| group | Yosys count | count (layout) | share of synthesized area, % |
|---|---|---|---|
| AOI/OAI and AO/OA | 38 | 38 | 39.08 |
| buffers and inverters | 4 | 54 | 2.047 |
| xor gates and xnor gates | 14 | 14 | 16.72 |
| and+or+nand+nor | 16 | 16 | 11.09 |
| adders and majority gates | 17 | 17 | 31.06 |
-- placed cells by master (no fill, tap or decap), drive strengths merged --
| master | n |
|---|---|
| or2 | 1 |
| nand2b | 2 |
| a221o | 1 |
| a21o | 5 |
| o21ai | 7 |
| a211o | 1 |
| inv | 4 |
| nor2 | 3 |
| o31ai | 2 |
| nand3 | 3 |
| a31oi | 1 |
| o21a | 2 |
| a21oi | 12 |
| o221ai | 1 |
| ha | 15 |
| a211oi | 1 |
| clkdlybuf4s50 | 50 |
| nor2b | 1 |
| o21bai | 3 |
| xnor2 | 9 |
| and3 | 1 |
| and4 | 1 |
| o2bb2ai | 1 |
| a2111oi | 1 |
| xor2 | 5 |
| fa | 2 |
| nand2 | 4 |
-- power by group --
part           switching (mW)  total (mW)  internal (mW)
logic                  0.0353      0.0994         0.0641
registers                   0           0              0
clock network               0           0              0
-- per-layer routing --
| layer | vias to the layer above | GRT usage, % | share of wire, % |
|---|---|---|---|
| met3 | 0 | 0.9091 | 5.0 |
| met4 | 0 | 0 | 0 |
| met5 | - | 0 | 0 |
| li1 | 437 | - | - |
| met1 | 363 | 9.278 | 46 |
| met2 | 18 | 12.20 | 49 |
-- area by class of cell --
cell class / count / area, um^2 / area share, %
repair buffers: 50 / 500.5 / 38.76
inverters: 4 / 15.01 / 1.163
well taps: 46 / 57.56 / 4.457
multi-input cells: 85 / 718.2 / 55.62
-- critical path, cell delays in order --
cell and delay (ns):
clkdlybuf4s50_1 0.43, fa_1 0.46, fa_1 0.44, a21oi_2 0.20, o21ai_2 0.10, a2111oi_2 0.40, o31ai_1 0.11, a21oi_1 0.18
xnor2_1 0.13, clkdlybuf4s50_1 0.49
-- worst max-delay path by stage --
stage / start / slack [ns] / to
after CTS: a[0] / 2.37 / sum[10]
after global routing: a[0] / 2.21 / sum[10]
final: a[0] / 2.42 / sum[10]
Power is estimated from default activity; no workload was simulated.
