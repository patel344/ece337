**design/flow/constraint.sdc**
```tcl
current_design timer

set clk_period 3.2
set clk_io_pct 0.2

create_clock -name clk0 -period $clk_period [get_ports {clk}]

set non_clock_inputs [all_inputs -no_clocks]
set_input_delay [expr $clk_period * $clk_io_pct] -clock clk0 $non_clock_inputs
set_output_delay [expr $clk_period * $clk_io_pct] -clock clk0 [all_outputs]
```
**design/flow/run.sh**
```bash
#!/bin/bash
# OpenROAD 26Q1-2900-gdf79404cd8, Yosys 0.63+post, stock flow scripts
make -C /OpenROAD-flow-scripts/flow DESIGN_CONFIG=/design/flow/config.mk WORK_HOME=/design/flow/orfs finish
```
**design/flow/design.v**
```verilog
module flex_counter
#(
	parameter NUM_CNT_BITS = 4
)
(
	input wire clk,
	input wire n_rst,
	input wire clear,
	input wire count_enable,
	input wire [NUM_CNT_BITS-1:0] rollover_val,
	output reg [NUM_CNT_BITS-1:0] count_out,
	output reg rollover_flag
);
reg [NUM_CNT_BITS-1:0] next_count_out;
reg next_rollover_flag;
always_ff @ (posedge clk, negedge n_rst)
begin
	if(n_rst == 1'b0)
	begin
		rollover_flag <= 1'b0;
		count_out <= '0;
	end
	else if(clear == 1'b1)
	begin
		rollover_flag <= 1'b0;
		count_out <= '0;
	end
	else
	begin
		rollover_flag <= next_rollover_flag;
		count_out <= next_count_out;
	end
end
always_comb
begin
	next_count_out = count_out;
	next_rollover_flag = rollover_flag;
	if(count_enable)
	begin
		if(rollover_flag)
			next_count_out = 1;
		else
			next_count_out = count_out + 1;
		if(next_count_out == rollover_val)
			next_rollover_flag = 1'b1;
		else
			next_rollover_flag = 1'b0;
	end	
end
endmodule
module timer
(
	input wire clk,
	input wire n_rst,
	input wire enable_timer,
	output reg shift_strobe,
	output reg packet_done
);
wire clear;
wire [3:0] rollover_clock;
wire [3:0] rollover_bit;
reg [3:0] clock_count;
assign rollover_clock = 4'd10;
assign rollover_bit = 4'd10;
always_comb
begin
	shift_strobe = clock_count == 1;
end
flex_counter clock_counter(.clk(clk), .n_rst(n_rst), .clear(packet_done), .count_enable(enable_timer), .rollover_val(rollover_clock), .rollover_flag(), .count_out(clock_count));
flex_counter bit_counter(.clk(clk), .n_rst(n_rst), .clear(packet_done), .count_enable(shift_strobe), .rollover_val(rollover_bit), .rollover_flag(packet_done));
endmodule
```
**design/flow/config.mk**
```make
export PLATFORM = sky130hd
export DESIGN_NAME = timer
export DESIGN_NICKNAME = timer
export VERILOG_FILES = /design/flow/design.v
export SDC_FILE = /design/flow/constraint.sdc
export NUM_CORES = 4
export LEC_CHECK = 1
export CORE_AREA = 10 10 70 70
export DIE_AREA = 0 0 80 80
```
==> flow_results.xml <==
<?xml version="1.0" encoding="UTF-8"?>
<metrics>
  <group name="status">
    <metric name="run_status" unit="">completed</metric>
  </group>
  <group name="routing">
    <metric name="routed-via-count" unit="">401</metric>
    <metric name="remaining_design_rule_violation_count" unit="">0</metric>
    <metric name="drt_pass1_iterations" unit="">2</metric>
    <metric name="route.antenna.remaining_nets" unit="">0</metric>
    <metric name="detailedRoute.firstIterationViolations" unit="">16</metric>
    <metric name="vias_per_cell" unit="">3.783</metric>
    <metric name="wl_per_cell" unit="um">9.264</metric>
    <metric name="drt_wl_total" unit="um">982</metric>
    <metric name="detail_route.antenna_diodes" unit="">0</metric>
  </group>
  <group name="synth">
    <metric name="synth-main-ff-cell" unit="">dfrtp_1</metric>
    <metric name="top_cells_by_count" unit="">dfrtp_1 (10), a21oi_1 (5), nor2_1 (5)</metric>
    <metric name="synthesis.instances" unit="">56</metric>
    <metric name="seq_area_frac_synth" unit="%">45.98</metric>
    <metric name="post_synth.cell_area_avg" unit="um2">9.719</metric>
    <metric name="numSynthFlops" unit="">10</metric>
    <metric name="enable_flop_cells" unit="">0</metric>
    <metric name="synth_dominant_cell_count" unit="">dfrtp_1</metric>
    <metric name="netlist-cell-type-count" unit="">24</metric>
    <metric name="synth.top_cell.area_share" unit="%">45.98</metric>
    <metric name="asyncSetResetFlopFracSynth" unit="%">100.0</metric>
    <metric name="top_area_cell" unit="">dfrtp_1</metric>
    <metric name="topCellsByArea" unit="">dfrtp_1 (46%), ha_1 (6.9%), xnor2_1 (4.8%), a21oi_1 (4.6%), mux2i_1 (3.7%)</metric>
    <metric name="synth.yosys.warnings" unit="">2</metric>
    <metric name="yosysChipArea" unit="um2">544.3</metric>
    <metric name="netlist_area" unit="um2">544.3</metric>
    <metric name="synth-cells-yosys" unit="">56</metric>
  </group>
  <group name="floorplanning">
    <metric name="boundaryPins" unit="">5</metric>
    <metric name="core" unit="um2">3416</metric>
    <metric name="rows" unit="">21</metric>
    <metric name="chip_area" unit="um2">6400</metric>
    <metric name="dieHeight" unit="um">80</metric>
    <metric name="floorplan_stage_core_utilization" unit="%">15.93</metric>
    <metric name="die-width" unit="um">80</metric>
  </group>
  <group name="clock_network">
    <metric name="postCtsSetupBuffers" unit="">0</metric>
    <metric name="tritoncts_clock_tree" unit="">yes</metric>
    <metric name="cts_root_buffer" unit="">clkbuf_4</metric>
    <metric name="tritoncts_num_sinks" unit="">10</metric>
    <metric name="clock_tree.htree_level_count" unit="">1</metric>
    <metric name="post_cts_hold_buffer_count" unit="">0</metric>
    <metric name="clkSlewWorstSetupHoldPaths" unit="ns">0.06</metric>
    <metric name="cts_resized" unit="">0</metric>
    <metric name="cts_inserted_buffers" unit="">3</metric>
    <metric name="cts.path.max_buffers" unit="">2</metric>
    <metric name="worstSkewPairLatency" unit="ns">0.26</metric>
  </group>
  <group name="final_timing">
    <metric name="clock-skew-final" unit="ns">0.003230</metric>
    <metric name="fmax" unit="MHz">393.7</metric>
    <metric name="final.setup.tns" unit="ns">0</metric>
    <metric name="max-slew-margin-rel" unit="%">67.37</metric>
    <metric name="tightest_slew" unit="ns">0.4879</metric>
    <metric name="final.period_utilization" unit="%">79.38</metric>
    <metric name="setup-violations-final" unit="">0</metric>
    <metric name="timing.final.hold_violations" unit="">0</metric>
    <metric name="final.min_clock_period" unit="ns">2.540</metric>
    <metric name="maxSlewViolCount" unit="">0</metric>
    <metric name="grt_setup_unrepaired" unit="">no</metric>
    <metric name="crit_path_setup_slack_layout" unit="ns">0.6598</metric>
  </group>
  <group name="worst_setup_path">
    <metric name="criticalPathCategory" unit="">reg2out</metric>
    <metric name="data_arrival_at_the_endpoint_of_the_critical_path" unit="ns">1.90</metric>
    <metric name="required" unit="ns">2.56</metric>
    <metric name="worstPathMaxFanout" unit="">7</metric>
    <metric name="worst_setup_path_start_kind" unit="">register</metric>
    <metric name="r2r.worst_path.cells" unit="">5</metric>
    <metric name="setup.worst_path.end_class" unit="">output port</metric>
  </group>
  <group name="job">
    <metric name="openroad.warnings" unit="">26</metric>
    <metric name="drv_cap" unit="">0</metric>
  </group>
  <group name="worst_hold_path">
    <metric name="hold_path_depth" unit="">2</metric>
    <metric name="min_path_type" unit="">reg2reg</metric>
  </group>
  <group name="global_route">
    <metric name="grt.overflow.total" unit="">0</metric>
    <metric name="gr-usage-all-layers" unit="%">3.294</metric>
    <metric name="grt_first_pass_wirelength" unit="um">1690</metric>
    <metric name="grt_antenna_before_repair" unit="">0</metric>
    <metric name="number_of_global_route_vias_before_repair" unit="">391</metric>
    <metric name="largest_net_degree_at_the_start_of_global_routing" unit="">13</metric>
  </group>
  <group name="placed_design">
    <metric name="place_worst_setup_slack" unit="ns">0.9354</metric>
    <metric name="finalWeightedCongestion" unit="">0.7508</metric>
    <metric name="place_hpwl" unit="um">721.7</metric>
    <metric name="detailed_place.area" unit="um2">629.4</metric>
    <metric name="io_buffers" unit="">4</metric>
  </group>
  <group name="power">
    <metric name="power_per_cell_area" unit="nW/um2">835.8</metric>
    <metric name="leakage" unit="nW">0.2705</metric>
    <metric name="vdd_ir_drop_max" unit="mV">0.2408</metric>
  </group>
  <group name="layout">
    <metric name="layout-area-overhead-vs-synth" unit="%">19.77</metric>
    <metric name="post_route_cells_drive_above_1_share" unit="%">6.667</metric>
    <metric name="fin_area" unit="um2">651.9</metric>
    <metric name="layout.filler_cells" unit="">379</metric>
  </group>
</metrics>
## critical path: stages, from the launching register on
cell and delay (ns):
dfrtp_1 0.41, inv_1 0.07, ha_1 0.12, or3b_1 0.44, inv_1 0.14, clkdlybuf4s50_1 0.47
## area by class of cell
cell class | count | area, um2 | area share (%)
Multi-Input combinational cell | 39 | 266.5 | 40.88
Clock buffer | 3 | 22.52 | 3.455
Sequential cell | 10 | 250.2 | 38.39
Tap cell | 46 | 57.56 | 8.829
Timing Repair Buffer | 4 | 40.04 | 6.142
Inverter | 4 | 15.01 | 2.303
## final timing paths
path	endpoint	slack (ns)	startpoint
worst max-delay path	shift_strobe	0.66	clock_counter.count_out[1]
worst min register to register	bit_counter.count_out[1]	0.56	bit_counter.count_out[1]
max in group asynchronous	clock_counter.count_out[3]	2.16	n_rst
worst max register to register	bit_counter.count_out[3]	1.58	clock_counter.count_out[1]
min in group asynchronous	bit_counter.count_out[3]	0.71	n_rst
worst min-delay path	bit_counter.count_out[1]	0.56	bit_counter.count_out[1]
## sequential cells by signal (all words and copies together), names as in the netlist
name                         flops
bit_counter.count_out            4
clock_counter.rollover_flag      1
clock_counter.count_out          4
bit_counter.rollover_flag        1
## power breakdown
part	switching, mW	total (mW)	internal [mW]
combinational	0.107	0.224	0.117
clock	0.0405	0.0838	0.0433
sequential	0.0587	0.237	0.178
total	0.206	0.545	0.339
## metrics by stage
step | hold slack (ns) | utilization, % | power, mW | cells
after floorplan | 0.3444 | - | 0.4070 | 56
after global placement | 0.5461 | 18.42 | 0.4506 | 103
after detailed placement | 0.5547 | 18.42 | 0.4619 | 103
after CTS | 0.5643 | 19.08 | 0.5469 | 106
after global routing | 0.5787 | 19.08 | 0.5974 | 106
final | 0.5594 | 19.08 | 0.5448 | 106
## kinds of logic after synthesis
family          share of synthesized area [%]
simple gates                            20.46
compound gates                          11.49
flops                                   45.98
buf+inv                                 5.056
xor+xnor                                6.438
fa+ha+maj                               6.897
mux                                     3.678
## cell usage in the layout, fill, tap and decap left out, drive strengths merged
cell type	count
nor2	5
a31oi	1
nand2b	1
clkdlybuf4s50	4
and3b	1
xnor2	3
mux2i	2
clkbuf	3
nand4b	1
and4bb	1
or3	2
nand3	3
nor3b	1
dfrtp	10
ha	3
o21ai	3
nand2	2
or3b	1
nor3	1
xor2	1
a21oi	5
inv	4
o32ai	1
o21bai	1
## routing by layer
| layer | up-vias | global-route usage (%) | wire (um) |
|---|---|---|---|
| li1 | 201 | - | - |
| met1 | 191 | 3.956 | 507 |
| met2 | 9 | 4.815 | 380 |
| met3 | 0 | 2.386 | 94 |
| met4 | 0 | 0.3521 | 0 |
| met5 | - | 0 | 0 |
No activity file was given, so power comes from the tool's default toggle rates.
